==> ./design.v <==
module top_elastic
  (
   input wire [31:0] t0_data,
   input wire        t0_valid,
   output wire       t0_ready,
   output reg [31:0] i0_data,
   output reg        i0_valid,
   input wire        i0_ready,
   input wire [32:0] t1_data,
   input wire        t1_valid,
   output wire       t1_ready,
   output reg [32:0] i1_data,
   output reg        i1_valid,
   input wire        i1_ready,
   input wire [64:0] t2_data,
   input wire        t2_valid,
   output wire       t2_ready,
   output reg [64:0] i2_data,
   output reg        i2_valid,
   input wire        i2_ready,
   input wire [31:0] t3_data,
   input wire        t3_valid,
   output wire       t3_ready,
   output reg [31:0] i3_data,
   output reg        i3_valid,
   input wire        i3_ready,
   input wire        clk,
   input wire        clk2,
   input wire        clk3,
   input wire        clk4,
   input wire        clk5,
   input wire        rstf
   );
   logic             data_0_en;
   assign t0_ready = ~rstf ? 0:~i0_valid | i0_ready;
   assign data_0_en = t0_valid & t0_ready;
   always @(posedge clk or negedge rstf) begin
      if(!rstf) begin
         i0_data <= 0;
         i0_valid <= 0;
      end
      else begin
         if(data_0_en)
           i0_data <= t0_data<<2;
         i0_valid <= ~t0_ready | t0_valid;
      end
   end  
   logic      data_en1;
   assign t1_ready = ~rstf ? 0:~i1_valid | i1_ready;
   assign data_en1 = t1_valid & t1_ready;
   always @(posedge clk or negedge rstf) begin
      if(!rstf) begin
         i1_data <= 0;
         i1_valid <= 0;
      end
      else begin
         if(data_en1)
           i1_data <= t1_data<<2;
         i1_valid <= ~t1_ready | t1_valid;
      end
   end  
   logic      data_en2;
   assign t2_ready = ~rstf ? 0:~i2_valid | i2_ready;
   assign data_en2 = t2_valid & t2_ready;
   always @(posedge clk or negedge rstf) begin
      if(!rstf) begin
         i2_data <= 0;
         i2_valid <= 0;
      end
      else begin
         if(data_en2)
           i2_data <= t2_data<<2;
         i2_valid <= ~t2_ready | t2_valid;
      end
   end
   logic             data_3_en;
   assign t3_ready = ~rstf ? 0:~i3_valid | i3_ready;
   assign data_3_en = t3_valid & t3_ready;
   always @(posedge clk2 or negedge rstf) begin
      if(!rstf) begin
         i3_data <= 0;
         i3_valid <= 0;
      end
      else begin
         if(data_3_en)
           i3_data <= t3_data<<2;
         i3_valid <= ~t3_ready | t3_valid;
      end
   end
endmodule
==> ./run.sh <==
#!/bin/bash
# OpenROAD 26Q1-2900-gdf79404cd8, Yosys 0.63+post, stock flow scripts
make -C /OpenROAD-flow-scripts/flow DESIGN_CONFIG=/design/flow/config.mk WORK_HOME=/design/flow/orfs finish
==> ./config.mk <==
export PLATFORM = sky130hd
export DESIGN_NAME = top_elastic
export DESIGN_NICKNAME = top_elastic
export VERILOG_FILES = /design/flow/design.v
export SDC_FILE = /design/flow/constraint.sdc
export NUM_CORES = 4
export LEC_CHECK = 1
export CORE_AREA = 10 10 197 197
export DIE_AREA = 0 0 207 207
==> ./constraint.sdc <==
current_design top_elastic

set clk_period 5.9
set clk_io_pct 0.2

create_clock -name clk0 -period $clk_period [get_ports {clk}]
create_clock -name clk1 -period $clk_period [get_ports {clk2}]

set non_clock_inputs [all_inputs -no_clocks]
set_input_delay [expr $clk_period * $clk_io_pct] -clock clk0 $non_clock_inputs
set_output_delay [expr $clk_period * $clk_io_pct] -clock clk0 [all_outputs]
==> reports/qor.yml <==
status:
  outcome: "completed"
setup_path:
  end_kind: "output port"
  cpMostUsedCell: "clkdlybuf4s50_1"
  cp_data_arrival_time_ns: 2.42
  r2r_start: "i2_valid"
  crit_type: "in2out"
  startpoint_type: "primary input"
  cp_max_fo: 2
  cp-startpoint: "i3_ready"
  critPathSlowestCell: "clkdlybuf4s50_1"
  r2r_end: "i2_data[2]"
  worst_ep_required_time_ns: 4.72
  ff2ff_setup_slack_ns: 3.55
  path_cells: "clkdlybuf4s50_1 > nand2b_1 > and2_1 > clkdlybuf4s50_1"
  max_stage_delay_ns: 0.49
  endpoint: "t3_ready"
  r2r_cells: 4
grt:
  overflow: 0
  antenna_found_initial: 2
  grt_usage_pct: 9.355
  grt_max_degree: 42
  use_met3_pct: 4.834
  grt-busiest-layer: "met2"
  use_met2_pct: 14.40
  grt_pass1_vias: 4735
  grtUsageMet1_pct: 11.56
  grt_pass1_wl_um: 30790
synth:
  synthesis.area_mm2: 0.006419
  syn_inst: 354
  postSynthSeqShare_pct: 61.60
  syn_avg_cell_area_um2: 18.13
  ys_types: 14
  ys_cells: 354
  synth_flops: 158
  ys_chip_area_mm2: 0.006419
  yosysWarnings: 1
placement:
  gp_congestion: 0.8027
  port_buffers: 325
  dpl_cell_area_mm2: 0.01005
  dp_hpwl_um: 15300
  pre_cts_slack_ns: 2.270
clock_network:
  hold_buffers: 0
  cts_tree: "yes"
  postCtsSetupBuffers: 0
  cts_resized: 0
  cts.sinks: 158
  clk_pin_slew_worst_paths_ns: 0.05
timing:
  skew_ns: 0.009413
  rsz0062_at_grt: "false"
  worst_slew_pin_slew_ns: 0.6975
  relSlewSlack_pct: 53.50
  timing.hold.ws_ns: 0.5007
  slew_viol_final: 0
  setup_viol: 0
  setup_tns_ns: 0
  finalHoldViolCount: 0
  finalWorstSetupSlack_ns: 2.295
hold_path:
  hp-start: "i0_data[20]"
  min-delay-path-class: "reg2reg"
floorplan:
  core_region_area_mm2: 0.03454
  initial_core_util_pct: 18.58
  die_w_um: 207
  fp-row-count: 68
  die_y_um: 207
  pin_count: 346
  die_area_mm2: 0.04285
layout:
  synthToLayoutAreaGrowth_pct: 68.30
  drive_above_1_share_pct: 28.95
  finish.instance_area_mm2: 0.01080
routing:
  vias: 4165
  wl_um: 20260
  vias_per_cell: 3.578
  drt-wirelength-per-cell_um: 17.41
  ant_nets: 0
  initialDrtViolationCount: 124
  drt_first_pass_iters: 4
  drcViolationCount: 0
job:
  maxCapViolations: 0
  warning_count: 37
power:
  ir_drop_v: 0.0001884
  powerDensity_mw_per_mm2: 332.9
  power.leakage_nw: 4.482
state kept, by name (all words and copies together) (netlist names):
signal	cells
i0_valid	1
i2_data	63
i3_valid	1
i0_data	30
i2_valid	1
i1_valid	1
i3_data	30
i1_data	31
how the worst min path moves through the flow:
stage / to / slack [ns] / depth (start not counted)
after CTS: i0_data[27] / 0.51 / 1
after global routing: i3_data[15] / 0.51 / 1
final: i0_data[20] / 0.50 / 1
metal layers:
metal / routed length (um) / part of all wire [%] / vias up
li1: - / - / 1896
met1: 8360 / 41 / 2013
met2: 9221 / 46 / 226
met3: 2174 / 11 / 28
met4: 497 / 2.5 / 2
met5: 7 / 0.035 / -
cell usage in the layout, fill, tap and decap left out, types with 3 or more instances in the layout:
master	count
and2_1	3
buf_4	8
bufinv_16	3
clkbuf_16	22
clkdlybuf4s50_1	324
clkinv_2	3
clkinv_4	3
clkinvlp_4	5
conb_1	8
dfrtp_1	158
mux2_2	64
mux2_4	90
nand2b_1	7
per-stage QoR:
stage | power [mW] | cells | utilization (%)
2_1_floorplan | 1.654 | 361 | -
3_3_place_gp | 2.298 | 1124 | 29.11
3_5_place_dp | 2.298 | 1124 | 29.11
4_1_cts | 3.685 | 1163 | 31.27
5_1_grt | 3.796 | 1164 | 31.27
6_report | 3.597 | 1164 | 31.27
cell type report:
cell class	count	area (um^2)
multi-input combinational	178	2217
clock buffer	24	568.0
timing repair buffer	333	3314
sequential	158	3954
clock inverter	15	177.7
antenna	1	2.502
tap	455	569.3
fill	3445	23740
report_power, final:
part / total (mW) / internal, mW / switching (mW)
clock: 1.33 / 0.829 / 0.504
sequential: 1.41 / 1.30 / 0.118
combinational: 0.849 / 0.675 / 0.174
cells in the mapped netlist, drive strengths merged:
cell / count / area share, %
mux2: 154 / 32
nand2b: 8 / 0.90
conb: 1 / 0.058
dfrtp: 158 / 62
and3: 4 / 0.47
buf: 25 / 4.3
and2: 4 / 0.41
worst max-delay path, delay by kind of cell:
| family | cells | cell delay, ns |
|---|---|---|
| buffers and inverters | 2 | 0.94 |
| and+or+nand+nor | 2 | 0.31 |
cell families after synthesis:
group                  Yosys count  synth area share (%)
flip-flops                     158                 61.60
multiplexers                   154                 32.28
other                            1               0.05842
buffers and inverters           25                 4.288
AND/OR/NAND/NOR                 16                 1.774
No activity file was given, so power comes from the tool's default toggle rates.
